$ cat /design/flow/config.mk
export PLATFORM = sky130hd
export DESIGN_NAME = misr
export DESIGN_NICKNAME = misr
export VERILOG_FILES = /design/flow/design.v
export SDC_FILE = /design/flow/constraint.sdc
export NUM_CORES = 4
export LEC_CHECK = 1
export CORE_AREA = 10 10 70 70
export DIE_AREA = 0 0 80 80
$ cat /design/flow/constraint.sdc
current_design misr

set clk_period 1.3
set clk_io_pct 0.2

create_clock -name clk0 -period $clk_period [get_ports {clk}]

set non_clock_inputs [all_inputs -no_clocks]
set_input_delay [expr $clk_period * $clk_io_pct] -clock clk0 $non_clock_inputs
set_output_delay [expr $clk_period * $clk_io_pct] -clock clk0 [all_outputs]
$ cat /design/flow/run.sh
#!/bin/bash
# OpenROAD 26Q1-2900-gdf79404cd8, Yosys 0.63+post, stock flow scripts
make -C /OpenROAD-flow-scripts/flow DESIGN_CONFIG=/design/flow/config.mk WORK_HOME=/design/flow/orfs finish
$ cat /design/flow/design.v
`timescale 1ns / 1ps
module dff(D,clk,rst,Q);
input D,clk,rst;
output Q;
reg Q;
always @(posedge clk or posedge rst)
begin
if (rst)
Q=1'b0;
else
Q<=D;
end
endmodule
`timescale 1ns / 1ps
module misr(
input [7:0]z,
input clk,rst,
output [7:0]q
);
wire [7:0]d;
assign d[0]=z[0]^q[0]^q[7];
dff d1(d[0],clk,rst,q[0]); 
assign d[1]=z[1]^q[0];
dff d2(d[1],clk,rst,q[1]);
assign d[2]=z[2]^q[1];
dff d3(d[2],clk,rst,q[2]);
assign d[3]=z[3]^q[2];
dff d4(d[3],clk,rst,q[3]);
assign d[4]=z[4]^q[3];
dff d5(d[4],clk,rst,q[4]);
assign d[5]=z[5]^q[4];
dff d6(d[5],clk,rst,q[5]);
assign d[6]=z[6]^q[5];
dff d7(d[6],clk,rst,q[6]);
assign d[7]=z[7]^q[6];
dff d8(d[7],clk,rst,q[7]);
endmodule
==> flow_summary.json <==
{
  "grt_pass1_vias": 265,
  "setup_violations": 0,
  "period_minus_slack_ps": 1130,
  "worst_pin_slew_ps": 307,
  "yosys.area.top_type": "dfrtp_1",
  "end_kind": "output pin",
  "crit_family": "flip-flops",
  "r2r-end": "d1.Q$_DFF_PP0_",
  "clockBufferDepth": 2,
  "ir_drop_mv": 0.299,
  "gp_congestion": 0.730,
  "yosys_area_sq_um": 349,
  "fin_util_pct": 17.3,
  "insertedDiodeCount": 0,
  "first_pass_iters": 2,
  "reg2reg_depth": 2,
  "hold_violations": 0,
  "drive_above_1_share_pct": 24.4,
  "cp_max_fo": 2,
  "cap_violations": 0,
  "dieWidth_um": 80,
  "cts_max_level": 1,
  "rsz0062_at_grt": "false",
  "slowest_delay_ps": 380,
  "use_met3_pct": 2.50,
  "track_usage_pct": 2.82,
  "num_vias": 221,
  "crit_required_ps": 1040,
  "core_area_sq_um": 3420,
  "fmax_mhz": 882,
  "crit_type": "flop to output pin",
  "critPathBufInv": 1,
  "detailed_place_hpwl_um": 661,
  "core_util_floorplan_pct": 10.2,
  "syn_avg_cell_area_sq_um": 14.0,
  "path_cells": "dlygate4sd2_1",
  "warnings": 25,
  "io_buffers": 17,
  "rr_startpoint": "d1.Q$_DFF_PP0_",
  "leakagePower_nw": 0.273,
  "finClkSkew_ps": 1.01,
  "dieArea_sq_um": 6400,
  "area_leaders": "dfrtp_1 (57%), xor2_1 (18%), buf_4 (17%)",
  "drcViolationCount": 0,
  "fin_crit_sh_pct": 87.2,
  "cts.sinks": 8,
  "overflow": 0,
  "top_cell_area_share_pct": 57.3,
  "dr.first_iter.drc_count": 1,
  "outcome": "finished, final reports clean",
  "yosys.stat.seqShare_pct": 57.3,
  "std_cell_rows": 21,
  "grt_start_max_net_pins": 9,
  "relSlewSlack_pct": 79.5,
  "wl_um": 799,
  "viasPerCell": 2.43,
  "slew_viol_final": 0,
  "tns_ps": 0,
  "clk_latency_ps": 240,
  "syn2layout_area_growth_pct": 68.8,
  "die_h_um": 80,
  "ant_nets": 0,
  "crit_slowest_cell": "dfrtp_1",
  "wl_per_cell_um": 8.78,
  "netlist_top_cells_count": "buf_4 (8), dfrtp_1 (8), xor2_1 (7), inv_1 (1), xor3_1 (1)",
  "powerDensity_nw_per_um2": 1940,
  "critPathLaunchType": "flop",
  "arrival_ps": 870,
  "ctsHoldBuffers": 0,
  "timing.hold.ws_ps": 259,
  "top_usage_layer": "met2",
  "syn_area_sq_um": 349,
  "clk_transition_reported_paths_ps": 50,
  "grt_pass1_wl_mm": 1.34,
  "synth_async_sr_flop_share_pct": 100,
  "synth.distinct_cells": 5,
  "root_buffer": "clkbuf_4",
  "antenna_found_initial": 0,
  "syn_inst": 25,
  "ys_seq_elements": 8,
  "cts_tree": "built",
  "edf_count": 0,
  "hp-class": "input port to async pin",
  "ys_cells": 25,
  "grt_use_met2_pct": 3.85,
  "ios": 18,
  "met1_usage_pct": 3.12,
  "ys.flop_type": "dfrtp_1",
  "cts_made_buffers": 3,
  "ys.warnings.count": 1,
  "reg2reg_setup_slack_ps": 330
}
## metal layers
metal,part of all wire [%],vias to the layer above
met5,0,-
met4,4.3,0
met3,16,2
met2,44,14
met1,35,96
li1,-,109
## logic make-up after synthesis
| family | count (synthesis) | synth area share (%) |
|---|---|---|
| flops | 8 | 57.3 |
| xor+xnor | 8 | 24.4 |
| buf+inv | 9 | 18.3 |
## what timing repair did
item	in CTS	in global routing
gates resized	8	0
buffers inserted	8	0
endpoints found under the setup margin	8	0
## metrics by stage
stage | power (mW) | setup slack [ps] | std cells | instance area [sq um]
3_5_place_dp | 0.897 | 146 | 80 | 517
3_3_place_gp | 0.899 | 156 | 80 | 517
4_1_cts | 1.18 | 140 | 91 | 589
6_report | 1.14 | 166 | 91 | 589
2_1_floorplan | 0.742 | 442 | 25 | 349
5_1_grt | 1.26 | 104 | 91 | 589
## worst max path at each step
stage	from	endpoint	slack [ps]	cells after the start
CTS	d2.Q$_DFF_PP0_	q[1]	140	1
global route	d2.Q$_DFF_PP0_	q[1]	100	1
finish	d2.Q$_DFF_PP0_	q[1]	170	1
## cell usage in the layout, fill, tap and decap left out, drive strengths merged
master / n
dlygate4sd2: 8
buf: 8
xor2: 7
xor3: 1
clkbuf: 3
clkdlybuf4s50: 9
inv: 1
dfrtp: 8
## flip-flops by register name (all words and copies together), names as in the netlist
name / count
d8.Q: 1
d6.Q: 1
d2.Q: 1
d1.Q: 1
d5.Q: 1
d4.Q: 1
d7.Q: 1
d3.Q: 1
## layout make-up
cell class / instances / area (sq um)
Sequential cell: 8 / 200
Fill cell: 383 / 2830
Inverter: 1 / 3.75
Tap cell: 46 / 57.6
Timing Repair Buffer: 25 / 220
Multi-Input combinational cell: 8 / 85.1
Clock buffer: 3 / 22.5
## where the power goes
group / total (mW) / internal (mW) / leakage [nW] / switching, mW
combinational: 0.526 / 0.400 / 0.166 / 0.126
clock: 0.180 / 0.105 / 0.0138 / 0.0746
sequential: 0.435 / 0.380 / 0.0932 / 0.0556
total: 1.14 / 0.885 / 0.273 / 0.257
Power figures rest on the tool's default switching activity, not on a simulated workload.
