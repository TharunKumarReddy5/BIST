### flow/design.v
`timescale 1ns / 1ps
module dff(D,clk,rst,Q);
input D,clk,rst;
output Q;
reg Q;
always @(posedge clk or posedge rst)
begin
if (rst)
Q=1'b0;
else
Q<=D;
end
endmodule
`timescale 1ns / 1ps
module lfsr(
input [7:0]z,
input clk,rst,
output [7:0]q
);
wire [7:0]d;
assign d[0]=z[0]^q[0]^q[7];
dff d1(d[0],clk,rst,q[0]); 
assign d[1]=z[1]^q[0];
dff d2(d[1],clk,rst,q[1]);
assign d[2]=z[2]^q[1];
dff d3(d[2],clk,rst,q[2]);
assign d[3]=z[3]^q[2];
dff d4(d[3],clk,rst,q[3]);
assign d[4]=z[4]^q[3];
dff d5(d[4],clk,rst,q[4]);
assign d[5]=z[5]^q[4];
dff d6(d[5],clk,rst,q[5]);
assign d[6]=z[6]^q[5];
dff d7(d[6],clk,rst,q[6]);
assign d[7]=z[7]^q[6];
dff d8(d[7],clk,rst,q[7]);
endmodule
### flow/run.sh
#!/bin/bash
# OpenROAD 26Q1-2900-gdf79404cd8, Yosys 0.63+post, stock flow scripts
make -C /OpenROAD-flow-scripts/flow DESIGN_CONFIG=/design/flow/config.mk WORK_HOME=/design/flow/orfs finish
### flow/config.mk
export PLATFORM = sky130hd
export DESIGN_NAME = lfsr
export DESIGN_NICKNAME = lfsr
export VERILOG_FILES = /design/flow/design.v
export SDC_FILE = /design/flow/constraint.sdc
export NUM_CORES = 4
export LEC_CHECK = 1
export CORE_AREA = 10 10 70 70
export DIE_AREA = 0 0 80 80
### flow/constraint.sdc
current_design lfsr

set clk_period 1.1
set clk_io_pct 0.2

create_clock -name clk0 -period $clk_period [get_ports {clk}]

set non_clock_inputs [all_inputs -no_clocks]
set_input_delay [expr $clk_period * $clk_io_pct] -clock clk0 $non_clock_inputs
set_output_delay [expr $clk_period * $clk_io_pct] -clock clk0 [all_outputs]
==> out/qor.txt <==
status = finished clean
Tmin final = 1.034 ns
share of cells above drive strength 1 = 29.17%
final wirelength = 834 µm
mean area per synthesized cell = 13.96 µm²
clk sinks = 8
antenna cells = 0
Synth async-reset ratio = 100.0%
CP Max Fanout = 2
Syn Inst Count = 25
Worst EP required = 0.88 ns
crit path launch type = flop
num rows = 21
Die ar. = 6400 µm²
routed vias = 239
CP Capture Type = output pin
initial DRC count = 1
dpl hpwl = 664.5 µm
Max-area cell share = 57.35%
Post-synth EDFFs = 0
post-route ant nets = 0
global route overflow = 0
Slew Limit Fails = 0
gr usage total = 2.773%
Distinct cells, synth = 5
Layout area overhead = 78.14%
DR pass1 iterations = 2
relative slew slack = 79.57%
Die Height = 80 µm
Clock Path Buffers = 2
# Max-Cap Violations = 0
met3 WL = 111 µm
clock latency (worst-skew pair) = 0.24 ns
worst min-delay path category = in -> async
WL/cell = 8.872 µm
Mapped Area = 349.1 µm²
Ys Warns = 1
register area = 200.2 µm²
Log Warnings = 25
number of H-tree levels = 1
worst clock skew = 0.0006629 ns
global-route wire length before repair = 1.331 mm
kind of critical path = reg -> out
Max Used Layer = met4
RSZ-0062 raised after global routing = false
top cells by area = dfrtp_1, xor2_1, buf_4
PwrDens = 2362 nW/µm²
final hold violations = 0
cell chain of the critical path = clkdlybuf4s15_1
fp_density = 10.22%
initial antenna violation count = 0
Logic area = 85.08 µm²
sequential share of the synthesized area = 57.35%
crit path DAT = 0.81 ns
num ports = 18
hold_ws = 0.2194 ns
Slowest cell on crit path = dfrtp_1
met2 routed WL = 401 µm
Hold-fix buffers, CTS = 0
number of fill cells = 386
port buffer count = 17
reg-to-reg slack, setup = 0.13 ns
largest net degree at the start of global routing = 9
area reported by Yosys stat = 349.1 µm²
final setup fails = 0
CP peak stage delay = 0.38 ns
Top delay family on crit path = flip-flops
clock slew at reported path FFs = 0.05 ns
Max Freq = 966.9 MHz
top cells by count = buf_4, dfrtp_1, xor2_1
core area = 3416 µm²
vias in the first global route = 276
CTS tree = yes
clock root buffer = clkbuf_4
GPL Wtd Cong = 0.7304
LEAKAGE = 0.0002820 µW
Post-synth regs = 8
main flop type = dfrtp_1
wl on met1 = 287 µm
WP buf/inv = 1
Worst-Margin Slew = 0.3061 ns
Die X-Extent = 80 µm
CTS buffer count = 3
peak supply drop = 0.2777 mV
cells in synth_stat.txt = 25
final worst path period share = 94.02%
area leader, netlist = dfrtp_1
DRC = 0
via count normalized by instance count = 2.543
setup TNS = 0 ns
-- through the flow --
stage	worst slack [ns]	std cells	area, µm²	utilization [%]	power (µW)
after global placement	0.02133	81	524.3	15.35	1093
after detailed placement	0.04286	81	524.3	15.35	1088
after global routing	0.004355	94	621.8	18.21	1599
final	0.06573	94	621.8	18.21	1469
after CTS	0.0002809	90	585.6	17.14	1378
after floorplan	0.2420	25	349.1	-	876.4
-- final timing paths --
check,cells after the start,start,endpoint
worst min register to register,2,d5.Q,d6.Q
max in group asynchronous,2,rst,d5.Q
worst max-delay path,1,d2.Q,q[1]
worst min-delay path,2,rst,d2.Q
min in group clk0,2,d5.Q,d6.Q
worst max register to register,2,d1.Q,d1.Q
-- logic make-up (layout without fill, tap and decap cells) --
| kind of cell | after synthesis | count (layout) | synth area share [%] |
|---|---|---|---|
| xor gates and xnor gates | 8 | 8 | 24.37 |
| DFF | 8 | 8 | 57.35 |
| buffers and inverters | 9 | 32 | 18.28 |
-- sequential cells by signal (all words and copies together) (netlist names) --
signal  cells
d1.Q        1
d2.Q        1
d3.Q        1
d4.Q        1
d5.Q        1
d6.Q        1
d7.Q        1
d8.Q        1
-- per-layer routing --
metal / up-vias / global-route usage [%]
li1: 114 / -
met1: 109 / 3.047
met2: 14 / 4.013
met3: 2 / 2.159
met4: 0 / 0.8803
met5: - / 0
-- worst reg2reg max path: cells and delay by family, from the launching register on --
kind / cells / cell delay [ns]
buffers and inverters: 1 / 0.14
DFF: 1 / 0.37
xor gates and xnor gates: 1 / 0.33
-- placed cells by master (no fill, tap or decap) --
cell | netlist | layout
inv_1 | 1 | 1
buf_4 | 8 | 11
xor3_1 | 1 | 1
clkdlybuf4s50_1 | 0 | 9
xor2_1 | 7 | 7
clkbuf_4 | 0 | 3
dfrtp_1 | 8 | 8
clkdlybuf4s15_1 | 0 | 8
-- report_power, final --
part | switching (µW) | total [µW] | internal [µW]
clock | 86.0 | 210 | 124
sequential | 74.0 | 523 | 449
combinational | 164 | 735 | 571
-- repair_timing --
item | CTS | global route
resized | 11 | 5
endpoints found under the hold margin | 0 | 0
buffers inserted | 6 | 4
endpoints found under the setup margin | 8 | 6
pin swaps | 0 | 0
-- cell type report --
type                            instances  share of cell area, %
Clock buffer                            3                  3.622
Inverter                                1                 0.6036
Multi-Input combinational cell          8                  13.68
Sequential cell                         8                  32.19
Tap cell                               46                  9.256
Timing Repair Buffer                   28                  40.64
Power and IR drop assume default switching activity.
