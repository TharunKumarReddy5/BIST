--- design/flow/run.sh ---
#!/bin/bash
# OpenROAD 26Q1-2900-gdf79404cd8, Yosys 0.63+post, stock flow scripts
make -C /OpenROAD-flow-scripts/flow DESIGN_CONFIG=/design/flow/config.mk WORK_HOME=/design/flow/orfs finish
--- design/flow/config.mk ---
export PLATFORM = sky130hd
export DESIGN_NAME = bist_main
export DESIGN_NICKNAME = bist_main
export VERILOG_FILES = /design/flow/design.v
export SDC_FILE = /design/flow/constraint.sdc
export NUM_CORES = 4
export LEC_CHECK = 1
export CORE_UTILIZATION = 50
--- design/flow/constraint.sdc ---
current_design bist_main

set clk_period 3.0
set clk_io_pct 0.2

create_clock -name clk0 -period $clk_period [get_ports {clk}]

set non_clock_inputs [all_inputs -no_clocks]
set_input_delay [expr $clk_period * $clk_io_pct] -clock clk0 $non_clock_inputs
set_output_delay [expr $clk_period * $clk_io_pct] -clock clk0 [all_outputs]
--- design/flow/design.v ---
`timescale 1ns / 1ps
module bist_main(
    input [3:0] a,b,
    input test,fault,clk,rst,en,
    output reg[31:0] y1
    );
	 wire [3:0]ta1,tb1,t1,t2,y;
	 wire [7:0]p,p1,p2,p3;
	 integer count;
	 wire [7:0]goldensignature=8'hde;  
tpg r1(clk,en,rst,t1);
tpg r2(clk,en,rst,t2);
mux_input r3 (a,t1,test,ta1);
mux_input r4 (b,t2,test,tb1);
radix_multiplier  r5(ta1,tb1,clk,rst,p);
assign p3= fault?p2:p;
assign p2=~p;
final_misr r6(clk,rst,p3,p1);
always@(posedge clk,posedge rst)
begin
if(rst)
count=0;
else if(count<256)
count=count+1;
end
always@(count,goldensignature,p1)
begin
if(count==256)
begin
if(goldensignature==p1)
y1=32'h50415353;
else
y1=32'h4641494c;
end
end
endmodule
`timescale 1ns / 1ps
module dff(D,clk,rst,Q);
input D,clk,rst;
output Q;
reg Q;
always @(posedge clk or posedge rst)
begin
if (rst)
Q=1'b0;
else
Q<=D;
end
endmodule
`timescale 1ns / 1ps
module final_misr(clk,rst,z,qout);
input [7:0]z;
input clk,rst;
output reg[7:0]qout;
wire [7:0]q;
wire [7:0]d;
reg [7:0]count;
always @(posedge clk)
begin
if(rst)
count=8'b0;
else
count=count+1;
end
assign d[0]=z[0]^q[0]^q[7];
dff d1(d[0],clk,rst,q[0]); 
assign d[1]=z[1]^q[0];
dff d2(d[1],clk,rst,q[1]);
assign d[2]=z[2]^q[1];
dff d3(d[2],clk,rst,q[2]);
assign d[3]=z[3]^q[2];
dff d4(d[3],clk,rst,q[3]);
assign d[4]=z[4]^q[3];
dff d5(d[4],clk,rst,q[4]);
assign d[5]=z[5]^q[4];
dff d6(d[5],clk,rst,q[5]);
assign d[6]=z[6]^q[5];
dff d7(d[6],clk,rst,q[6]);
assign d[7]=z[7]^q[6];
dff d8(d[7],clk,rst,q[7]);
always @(*)
begin
if(count==8'd3)
begin
qout={q[7],q[6],q[5],q[4],q[3],q[2],q[1],q[0]};
end
end
endmodule
`timescale 1ns / 1ps
module full_adder(a,b,c,sum,carry);
input a,b,c;
output sum,carry;
assign sum=a^b^c;
assign carry=(a&b)+(b&c)+(c&a);
endmodule
`timescale 1ns / 1ps
module half_adder(a,b,sum,car);
input a,b;
output sum,car;
assign sum=a^b;
assign car=a&b;
endmodule
`timescale 1ns / 1ps
module mux_down(a,b,c,d,e,f,g,h,s,y);
input [5:0]a,b,c,d,e,f,g,h;
input [2:0]s;
output [5:0]y;
reg [5:0]y;
always @(a,b,c,d,e,f,g,h)
begin
case(s)
3'b000:y=a;
3'b001:y=b;
3'b010:y=c;
3'b011:y=d;
3'b100:y=e;
3'b101:y=f;
3'b110:y=g;
3'b111:y=h;
default:y=a;
endcase
end
endmodule
`timescale 1ns / 1ps
module mux_input(a,b,s,y);
input [3:0]a,b;
input s;
output [3:0]y;
assign y=((~s)&a)|(s&b);
endmodule
`timescale 1ns / 1ps
module mux_up(a,b,c,d,s,y);
input [5:0]a,b,c,d;
input [1:0]s;
output [5:0]y;
reg [5:0]y;
always @(a,b,c,d)
begin
case(s)
2'b00:y=a;
2'b01:y=b;
2'b10:y=c;
2'b11:y=d;
default:y=1;
endcase
end
endmodule
`timescale 1ns / 1ps
module padder(pp0,pp1,result);
input [5:0]pp0,pp1;
output [7:0]result;
wire [5:0]c;
assign result[0]=pp0[0];
assign result[1]=pp0[1];
half_adder f1(pp0[2],pp1[0],result[2],c[0]);
full_adder f2(pp0[3],pp1[1],c[0],result[3],c[1]);
full_adder f3(pp0[4],pp1[2],c[1],result[4],c[2]);
full_adder f4(pp0[5],pp1[3],c[2],result[5],c[3]);
full_adder f5(pp0[5],pp1[4],c[3],result[6],c[4]);
full_adder f6(pp0[5],pp1[5],c[4],result[7],c[5]);
endmodule
`timescale 1ns / 1ps
module pipo(
input [7:0]si,
input clk,rst,
output reg[7:0]so
);
always@(posedge clk)
begin
if(rst) begin
so=8'b0;
end
else begin
so=si;
end
end
endmodule
`timescale 1ns / 1ps
module radix_multiplier(a,b,clk,rst,final_result);
input [3:0]a,b;
input clk,rst;
output [7:0]final_result;
wire [5:0]pp0,pp1;
wire [7:0]final_result1;
recoder r1(a,b,pp0,pp1);
padder p1(pp0,pp1,final_result1);
pipo p2(final_result1,clk,rst,final_result);
endmodule
`timescale 1ns / 1ps
module recoder(a,b,pp0,pp1);
input [3:0]a,b;
output [5:0]pp0,pp1;
wire [5:0]ze,aa1,aa2,an1,an2;
wire [3:0]an;
assign ze=6'b000000;
assign an=(~a)+1;
assign aa1={a[3],a[3],a};
assign an1={(~a[3]),(~a[3]),an};
assign aa2={a[3],a,1'b0};
assign an2={(~a[3]),an,1'b0};
mux_up m1(ze,aa1,an2,an1,b[1:0],pp0);
mux_down m2(ze,aa1,aa1,aa2,an2,an1,an1,ze,b[3:1],pp1);
endmodule
`timescale 1ns / 1ps
module tpg(clk,en,rst,T);
input en,clk,rst;
output [3:0]T;
wire [2:0]D;
assign D[0]=en^T[3];
dff d0(D[0],clk,rst,T[1]);
assign D[1]=T[1];
dff d1(D[1],clk,rst,T[2]);
assign D[2]=T[2];
dff d2(D[2],clk,rst,T[3]);
assign T[0]=T[1]^T[2];
endmodule
==> flow_metrics.py <==
# Physical implementation metrics
metrics = {
    "run_status": {
        "result_of_the_run": "complete, but fails checks",
        "failed_checks": "setup timing",
    },
    "floorplanning": {
        "die-width_um": 88.01,
        "floorplan.initialDensity": 0.5297,
        "rows": 30,
        "full_die_area_sq_um": 7745,
        "io_pins": 45,
        "die_height_um": 88.01,
        "core_sq_um": 6982,
    },
    "timing": {
        "layout_worst_path_cycle_share": 1.122,
        "maxSlewViolCount": 0,
        "clock.fmax_mhz": 297.2,
        "unrepaired_setup_endpoints_after_global_routing": "true",
        "worstMarginPinSlew_ns": 0.6496,
        "totalNegativeSetupSlack_ns": -0.3649,
        "period_needed_ns": 3.365,
        "count_of_unclocked_register_or_latch_pins": 10,
        "timing.max_slew.rel_slack": 0.5656,
        "final-hold-violation-count": 0,
        "worst_slack_ns": -0.3649,
        "finalSetupViolCount": 1,
        "endpoints_left_unconstrained": 21,
        "skew_ns": 0.01162,
    },
    "place": {
        "place_hpwl_um": 4669,
        "dp_worst_setup_slack_ns": -1.108,
        "rd_place_congestion": 0.8390,
        "numPortBuffers": 23,
    },
    "routing": {
        "finalWirelength_um": 6605,
        "vias_per_cell": 5.068,
        "wire_per_inst_um": 12.49,
        "postRouteAntennaNets": 0,
        "drt_first_iter_violations": 114,
        "drc": 0,
        "detailedRoute.firstPassIterationCount": 6,
        "antenna_cells": 0,
        "num_vias": 2681,
    },
    "global_route": {
        "groute.usage.overall": 0.1973,
        "number_of_global_route_vias_before_repair": 2480,
        "grt_overflow": 0,
        "grt_pass1_wl_um": 11610,
        "number_of_antenna_violations_at_the_first_check_in_global_routing": 0,
        "grt_start_max_net_pins": 47,
    },
    "logic_synthesis": {
        "number_of_flops_mapped_to_enable_cells_by_yosys": 0,
        "ys_dominant_reg_cell": "dfrtp_1",
        "synth_async_sr_flop_share": 0.6389,
        "yosys_register_bits": 72,
        "syn_area_sq_um": 3699,
        "synth.lib_cells_used.distinct": 59,
        "yosys_area_sq_um": 3699,
        "yosysWarnings": 6,
        "netlist_instances": 386,
        "yosys_cells": 386,
        "postSynthAreaPerCell_sq_um": 9.582,
    },
    "cells_and_area": {
        "drive_gt1_frac": 0.1986,
        "lay_top_count": "dfrtp_1",
        "areaGrowthSynthToFinish_pct": 19.62,
        "final_layout_top_logic_cells": "dfrtp_1 (46), buf_4 (35), xnor2_1 (30)",
    },
    "worst_setup_path": {
        "setup.worst_path.start_class": "flip-flop",
        "crit_slowest_cell": "or4_4",
        "cp_data_required_time_ns": 3.26,
        "timing_worst_setup_path_type": "flip-flop to flip-flop",
        "path_max_fanout": 4,
        "crit_path_cell_trace": "xnor2_2 -> buf_4 -> a21o_4 -> nand2_4 -> nand2_2 -> a221oi_2 -> fa_2 -> inv_2 -> fa_2 -> fa_2 -> fa_2 -> or4_4 -> a21oi_2",
        "critPathMaxStageDelay_ns": 0.52,
        "worst_setup_path_end_kind": "flip-flop",
        "worst_ep_arrival_time_ns": 3.63,
        "cell_type_with_the_highest_occurrence_count_on_the_critical_path": "fa_2",
    },
    "clock_tree": {
        "clock_tree.root_cell": "clkbuf_8",
        "tritoncts": "done",
        "max_h_tree_level": 3,
        "tritoncts.num_buffers": 9,
        "post_cts_hold_buffer_count": 0,
        "clockBufferDepth": 2,
        "path_clk_slew_ns": 0.08,
        "skew_pair_late_insertion_delay_ns": 0.34,
    },
    "job": {
        "openroad.warnings": 29,
        "number_of_violations_of_the_max_capacitance_limit": 0,
    },
    "pwr": {
        "total_leakage_power_nw": 1.955,
        "cell_pwr_density_nw_per_um2": 614.6,
        "worst_ir_drop_vdd_uv": 729.8,
    },
    "hold_path": {
        "worstHoldPathType": "flip-flop to flip-flop",
    },
}
per-stage QoR:
step | hold slack (ns) | power [mW] | instance area (sq um) | util | instances
2_1_floorplan | 0.3727 | 1.611 | 3857 | - | 405
3_3_place_gp | 0.3748 | 1.817 | 4134 | 0.5921 | 512
3_5_place_dp | 0.3838 | 1.820 | 4134 | 0.5921 | 512
4_1_cts | 0.3943 | 2.713 | 4389 | 0.6287 | 529
5_1_grt | 0.4135 | 2.897 | 4424 | 0.6337 | 529
6_report | 0.4112 | 2.719 | 4424 | 0.6337 | 529
registers in the layout, summed over array words and instances (netlist names), 2 cells and up:
signal and count:
count 32, r5.p2.so 8, r6.count 8, r6.qout 8, y1 2
path summary, 6_finish.rpt:
path | from | endpoint | slack (ns) | depth (start not counted)
setup / recovery | r1.d0.Q | r5.p2.so[7] | -0.36 | 13
hold / removal | r5.p2.so[1] | r6.d2.Q | 0.41 | 1
setup reg to reg | r1.d0.Q | r5.p2.so[7] | -0.36 | 13
hold reg to reg | r5.p2.so[1] | r6.d2.Q | 0.41 | 1
max in group asynchronous | rst | count[1] | 1.41 | 3
min in group asynchronous | rst | count[6] | 1.20 | 3
cells in the mapped netlist, drive strengths merged (3+ instances only):
library cell / count / share of area
nor3: 15 / 0.020
nand2: 29 / 0.029
clkbuf: 13 / 0.014
ha: 4 / 0.014
nor2b: 6 / 0.010
and3: 7 / 0.012
and4: 4 / 0.0095
nand4: 13 / 0.024
fa: 4 / 0.022
nand3: 14 / 0.019
a31oi: 3 / 0.0051
dlxtn: 8 / 0.032
dfrtp: 46 / 0.31
dfxtp: 16 / 0.087
buf: 33 / 0.067
xnor2: 32 / 0.076
nor2: 26 / 0.026
nand2b: 3 / 0.0051
inv: 12 / 0.012
nor4: 17 / 0.035
a21oi: 10 / 0.014
o21ai: 6 / 0.0081
xor2: 26 / 0.062
cells by family after synthesis:
family / synth area share
AOI/OAI and AO/OA: 0.06496
buffers and inverters: 0.09235
latches: 0.04059
and+or+nand+nor: 0.2240
adders and majority gates: 0.03518
other: 0.002031
xor gates and xnor gates: 0.1373
DFF: 0.3978
muxes: 0.005751
what timing repair did:
action | in CTS | in global routing
pin swaps | 8 | 13
gates resized | 15 | 9
endpoints found under the setup margin | 3 | 2
setup buffers | 1 | 0
worst max-delay path: cells and delay by family, from the launching register on:
kind	cells	cell delay [ns]
simple gates	3	0.63
fa+ha+maj	4	1.28
compound gates	3	0.64
buf+inv	2	0.20
xor+xnor	1	0.16
flops	1	0.41
report_power, final:
part           total [mW]  internal (mW)  switching (mW)
combinational       0.726          0.412           0.314
sequential           1.14           1.04           0.102
clock               0.851          0.496           0.354
layout make-up:
class	instances	area (sq um)
Timing Repair Buffer	58	476.7
Tap cell	96	120.1
Fill cell	555	2557
Multi-Input combinational cell	275	1922
Clock inverter	5	65.06
Sequential cell	72	1622
Inverter	12	45.04
Clock buffer	11	173.9
routing by layer:
layer	up-vias	global-route usage	share of wire
li1	1364	-	-
met1	1244	0.3333	0.53
met2	69	0.2826	0.42
met3	4	0.04008	0.046
met4	0	0.02086	0.0065
met5	-	0	0
No activity file was given, so power comes from the tool's default toggle rates.
